--- flow/run.sh ---
#!/bin/bash
# OpenROAD 26Q1-2900-gdf79404cd8, Yosys 0.63+post, stock flow scripts
make -C /OpenROAD-flow-scripts/flow DESIGN_CONFIG=/design/flow/config.mk WORK_HOME=/design/flow/orfs finish
--- flow/config.mk ---
export PLATFORM = sky130hd
export DESIGN_NAME = BarrelShifter
export DESIGN_NICKNAME = BarrelShifter
export VERILOG_FILES = /design/flow/design.v
export SDC_FILE = /design/flow/constraint.sdc
export NUM_CORES = 4
export LEC_CHECK = 1
export CORE_AREA = 10 10 70 70
export DIE_AREA = 0 0 80 80
--- flow/constraint.sdc ---
current_design BarrelShifter

set clk_period 2.7
set clk_io_pct 0.2

create_clock -name clk0 -period $clk_period

set non_clock_inputs [all_inputs -no_clocks]
set_input_delay [expr $clk_period * $clk_io_pct] -clock clk0 $non_clock_inputs
set_output_delay [expr $clk_period * $clk_io_pct] -clock clk0 [all_outputs]
--- flow/design.v ---
parameter [7:0] CHAR_BLANK = 8'b00100000;
parameter [7:0] CHAR_EXCLAMATION = 8'b00100001;
parameter [7:0] CHAR_QUOTATION = 8'b00100010;
parameter [7:0] CHAR_NUMBER = 8'b00100011;
parameter [7:0] CHAR_DOLLAR = 8'b00100100;
parameter [7:0] CHAR_PERCENT = 8'b00100101;
parameter [7:0] CHAR_AMPERSAND = 8'b00100110;
parameter [7:0] CHAR_APOSTROPHE = 8'b00100111;
parameter [7:0] CHAR_LEFT_PARENTHESIS = 8'b00101000;
parameter [7:0] CHAR_RIGHT_PARENTHESIS = 8'b00101001;
parameter [7:0] CHAR_ASTERISK = 8'b00101010;
parameter [7:0] CHAR_PLUS = 8'b00101011;
parameter [7:0] CHAR_COMMA = 8'b00101100;
parameter [7:0] CHAR_HYPHEN_MINUS = 8'b00101101;
parameter [7:0] CHAR_PERIOD = 8'b00101110;
parameter [7:0] CHAR_SLASH = 8'b00101111;
parameter [7:0] CHAR_0 = 8'b00110000;
parameter [7:0] CHAR_1 = 8'b00110001;
parameter [7:0] CHAR_2 = 8'b00110010;
parameter [7:0] CHAR_3 = 8'b00110011;
parameter [7:0] CHAR_4 = 8'b00110100;
parameter [7:0] CHAR_5 = 8'b00110101;
parameter [7:0] CHAR_6 = 8'b00110110;
parameter [7:0] CHAR_7 = 8'b00110111;
parameter [7:0] CHAR_8 = 8'b00111000;
parameter [7:0] CHAR_9 = 8'b00111001;
parameter [7:0] CHAR_COLON = 8'b00111010;
parameter [7:0] CHAR_SEMICOLON = 8'b00111011;
parameter [7:0] CHAR_LESSTHAN = 8'b00111100;
parameter [7:0] CHAR_EQUALS = 8'b00111101;
parameter [7:0] CHAR_GREATERTHAN = 8'b00111110;
parameter [7:0] CHAR_QUESTION = 8'b00111111;
parameter [7:0] CHAR_AT = 8'b01000000;
parameter [7:0] CHAR_CAPITAL_A = 8'b01000001;
parameter [7:0] CHAR_CAPITAL_B = 8'b01000010;
parameter [7:0] CHAR_CAPITAL_C = 8'b01000011;
parameter [7:0] CHAR_CAPITAL_D = 8'b01000100;
parameter [7:0] CHAR_CAPITAL_E = 8'b01000101;
parameter [7:0] CHAR_CAPITAL_F = 8'b01000110;
parameter [7:0] CHAR_CAPITAL_G = 8'b01000111;
parameter [7:0] CHAR_CAPITAL_H = 8'b01001000;
parameter [7:0] CHAR_CAPITAL_I = 8'b01001001;
parameter [7:0] CHAR_CAPITAL_J = 8'b01001010;
parameter [7:0] CHAR_CAPITAL_K = 8'b01001011;
parameter [7:0] CHAR_CAPITAL_L = 8'b01001100;
parameter [7:0] CHAR_CAPITAL_M = 8'b01001101;
parameter [7:0] CHAR_CAPITAL_N = 8'b01001110;
parameter [7:0] CHAR_CAPITAL_O = 8'b01001111;
parameter [7:0] CHAR_CAPITAL_P = 8'b01010000;
parameter [7:0] CHAR_CAPITAL_Q = 8'b01010001;
parameter [7:0] CHAR_CAPITAL_R = 8'b01010010;
parameter [7:0] CHAR_CAPITAL_S = 8'b01010011;
parameter [7:0] CHAR_CAPITAL_T = 8'b01010100;
parameter [7:0] CHAR_CAPITAL_U = 8'b01010101;
parameter [7:0] CHAR_CAPITAL_V = 8'b01010110;
parameter [7:0] CHAR_CAPITAL_W = 8'b01010111;
parameter [7:0] CHAR_CAPITAL_X = 8'b01011000;
parameter [7:0] CHAR_CAPITAL_Y = 8'b01011001;
parameter [7:0] CHAR_CAPITAL_Z = 8'b01011010;
parameter [7:0] CHAR_LEFT_SQUARE_BRACKET = 8'b01011011;
parameter [7:0] CHAR_YEN = 8'b01011100;
parameter [7:0] CHAR_RIGHT_SQUARE_BRACKET = 8'b01011101;
parameter [7:0] CHAR_CIRCUMFLEX = 8'b01011110;
parameter [7:0] CHAR_LOW_LINE = 8'b01011111;
parameter [7:0] CHAR_GRAVE = 8'b01100000;
parameter [7:0] CHAR_SMALL_A = 8'b01100001;
parameter [7:0] CHAR_SMALL_B = 8'b01100010;
parameter [7:0] CHAR_SMALL_C = 8'b01100011;
parameter [7:0] CHAR_SMALL_D = 8'b01100100;
parameter [7:0] CHAR_SMALL_E = 8'b01100101;
parameter [7:0] CHAR_SMALL_F = 8'b01100110;
parameter [7:0] CHAR_SMALL_G = 8'b01100111;
parameter [7:0] CHAR_SMALL_H = 8'b01101000;
parameter [7:0] CHAR_SMALL_I = 8'b01101001;
parameter [7:0] CHAR_SMALL_J = 8'b01101010;
parameter [7:0] CHAR_SMALL_K = 8'b01101011;
parameter [7:0] CHAR_SMALL_L = 8'b01101100;
parameter [7:0] CHAR_SMALL_M = 8'b01101101;
parameter [7:0] CHAR_SMALL_N = 8'b01101110;
parameter [7:0] CHAR_SMALL_0 = 8'b01101111;
parameter [7:0] CHAR_SMALL_P = 8'b01110000;
parameter [7:0] CHAR_SMALL_Q = 8'b01110001;
parameter [7:0] CHAR_SMALL_R = 8'b01110010;
parameter [7:0] CHAR_SMALL_S = 8'b01110011;
parameter [7:0] CHAR_SMALL_T = 8'b01110100;
parameter [7:0] CHAR_SMALL_U = 8'b01110101;
parameter [7:0] CHAR_SMALL_V = 8'b01110110;
parameter [7:0] CHAR_SMALL_W = 8'b01110111;
parameter [7:0] CHAR_SMALL_X = 8'b01111000;
parameter [7:0] CHAR_SMALL_Y = 8'b01111001;
parameter [7:0] CHAR_SMALL_Z = 8'b01111010;
parameter [7:0] CHAR_LEFT_CURLY_BRACKET = 8'b01111011;
parameter [7:0] CHAR_VERTICAL_BAR = 8'b01111100;
parameter [7:0] CHAR_RIGHT_CURLY_BRACKET = 8'b01111101;
parameter [7:0] CHAR_RIGHT_ARROW = 8'b01111110;
parameter [7:0] CHAR_LEFT_ARROW = 8'b01111111;
parameter [7:0] CHAR_DIVISION = 8'b11111101;
parameter [7:0] CHAR_BLOCK = 8'b11111111;
module BarrelShifter(
    input [10:0] A,
    input [3:0] B,
    output [10:0] Y
);
    wire [10:0] shift8, shift4, shift2, shift1;
    Two2OneMuxAB shiftEight (
        .Sel(B[3]),
        .A({8'b0, A[10:8]}),
        .B(A),
        .Out(shift8)
    );
    Two2OneMuxAB shiftFour (
        .Sel(B[2]),
        .A({4'b0, shift8[10:4]}),
        .B(shift8),
        .Out(shift4)
    );
    Two2OneMuxAB shiftTwo (
        .Sel(B[1]),
        .A({2'b0, shift4[10:2]}),
        .B(shift4),
        .Out(shift2)
    );
    Two2OneMuxAB shiftOne (
        .Sel(B[0]),
        .A({1'b0, shift2[10:1]}),
        .B(shift2),
        .Out(shift1)
    );
    assign Y = shift1;
endmodule
module Two2OneMuxAB (
    input  Sel,
    input [23:0] A, B,
    output [23:0] Out
);
    assign Out = Sel ? A : B;
endmodule
==> flow_summary.toml <==
# implementation run metrics
[run_status]
status = "finished clean"

[cells_and_area]
design_area_um2 = 941
final_util_pct = 27.5
n_clock_buffer = 0
syn2layout_area_growth_pct = 109
nFillCells = 372
flop_area_um2 = 0
layout-drive-gt1-share_pct = 33.0
ff_count = 0

[floorplanning]
coreArea_um2 = 3420
ioPinCount = 26
die_y_um = 80
fp_util_pct = 13.2
rows = 21
dieArea_um2 = 6400
die_w_um = 80

[route]
wl_um = 1820
diodes = 0
drc = 0
ant_nets = 0
drt_iter0_drc = 7
via_per_inst = 4.14
drt_pass1_iterations = 4
routedWlPerCell_um = 12.5
vias = 605

[place]
routabilityCongestion = 0.879
io_buffers = 26
place_hpwl_um = 1430
place_area_um2 = 853
dp_slack_ns = -0.344

[worst_setup_path]
crit_cells = 5
cp_max_fo = 8
critPathRequiredTime_ns = 2.16
cpLargestDelayFamily = "buffers and inverters"
critPathKind = "primary input to output pin"
crit_buf_inv = 4
critical_path.endpoint_type = "output pin"
start_kind = "primary input"
slowest_stage = "clkdlybuf4s50_1"
arrival_ns = 2.05
cpPeakStageDelay_ns = 0.52
cp_cell_sequence = "clkdlybuf4s50_1, buf_6, buf_4, nor4_1, clkdlybuf4s50_1"
crit_path_frequent_cell = "clkdlybuf4s50_1"

[timing]
rsz0062_at_grt = "no"
fmax_mhz = 387
worst-slew-pin-transition_ns = 0.303
setup_slack_ns = 0.115
finalSetupViolCount = 0
slew_headroom_pct = 79.8
finalHoldViolCount = 0
period_minus_slack_ns = 2.59
finalCritPeriodShare_pct = 95.8
setup-tns-final_ns = 0
drv_slew = 0

[synth]
synth_top_cell_by_area = "mux2i_1"
netlist_instances = 62
top_cells_by_area = "mux2i_1 (22%), nand2b_1 (8.4%), nor2_1 (5.8%)"
ys_cells = 62
top_cell = "mux2i_1"
yosysTopAreaCellShare_pct = 22.3
syn_avg_cell_area_um2 = 7.24
yosys_warnings = 12
ys_area_um2 = 449
syn-cell-area_um2 = 449
common_cells = "mux2i_1 (10), nor2_1 (7), nand2b_1 (6)"
ys_types = 27
ys_seq_share_pct = 0

[global_route]
grt_pass1_wl_um = 2980
track_usage_pct = 5.55
grt_max_degree = 17
antenna_found_initial = 0
grt_pass1_vias = 601
grt-ovfl-total = 0

[pwr]
p_leak_nw = 0.443
finalPower_w = 0.000143
powerDensity_nw_per_um2 = 152
peakVddDrop_mv = 0.0470

[cts]
cts_hold_buf = 0

[flow_run]
cap_violations = 0
tool_warnings = 33

[min_path]
worstHoldPathCells = 4
hp-class = "primary input to output pin"
placed cells by master, fill, tap and decap left out, drive strengths merged, types with 2 or more instances in the layout:
cell type       n
nor2            7
clkdlybuf4s50   8
nand2b          6
a21oi           2
nand3b          2
buf            21
a2111oi         2
nor2b           3
a211oi          2
nand2           4
nor4            2
mux2i          10
o211ai          2
dlymetal6s2s    6
dlygate4sd2    11
per-stage QoR:
| stage | instances | hold slack, ns |
|---|---|---|
| after detailed placement | 143 | 2.20 |
| after floorplan | 62 | 1.17 |
| after CTS | 145 | 1.86 |
| after global placement | 143 | 2.21 |
| final | 146 | 1.72 |
| after global routing | 146 | 1.79 |
repair_timing:
action / 4_1_cts / 5_1_grt
gates cloned: 1 / 0
resized: 25 / 15
buffers inserted: 1 / 1
pin swaps: 1 / 1
endpoints found under the setup margin: 9 / 5
power by group:
part	total, W	leakage [nW]	internal [W]	switching, W
clock network	0	0	0	0
registers	0	0	0	0
logic	0.000143	0.443	0.0000851	0.0000578
per-layer routing:
layer,vias up,part of all wire (%),GRT usage [%]
li1,315,-,-
met1,274,48,8.15
met2,16,48,8.75
met3,0,4.5,0.909
met4,0,0,0
met5,-,0,0
path summary, 6_finish.rpt:
check | start | to
min | B[0] | Y[6]
max | B[1] | Y[9]
cell families (layout without fill, tap and decap cells):
family	Yosys count	in the layout	synth area share [%]
AND-OR/OR-AND	17	17	29.0
buffers and inverters	8	46	12.0
multiplexers	12	12	29.8
AND/OR/NAND/NOR	25	25	29.2
area by class of cell:
type	instances	area, um2	share of cell area, %
Multi-Input combinational cell	54	455	48.4
Tap cell	46	57.6	6.12
Timing Repair Buffer	46	428	45.5
Power figures rest on the tool's default switching activity, not on a simulated workload.
