**flow/config.mk**
```make
export PLATFORM = sky130hd
export DESIGN_NAME = BarrelRightShifter
export DESIGN_NICKNAME = BarrelRightShifter
export VERILOG_FILES = /design/flow/design.v
export SDC_FILE = /design/flow/constraint.sdc
export NUM_CORES = 4
export LEC_CHECK = 1
export CORE_AREA = 10 10 70 70
export DIE_AREA = 0 0 80 80
```
**flow/constraint.sdc**
```tcl
current_design BarrelRightShifter

set clk_period 1.7
set clk_io_pct 0.2

create_clock -name clk0 -period $clk_period

set non_clock_inputs [all_inputs -no_clocks]
set_input_delay [expr $clk_period * $clk_io_pct] -clock clk0 $non_clock_inputs
set_output_delay [expr $clk_period * $clk_io_pct] -clock clk0 [all_outputs]
```
**flow/design.v**
```verilog
parameter [7:0] CHAR_BLANK = 8'b00100000;
parameter [7:0] CHAR_EXCLAMATION = 8'b00100001;
parameter [7:0] CHAR_QUOTATION = 8'b00100010;
parameter [7:0] CHAR_NUMBER = 8'b00100011;
parameter [7:0] CHAR_DOLLAR = 8'b00100100;
parameter [7:0] CHAR_PERCENT = 8'b00100101;
parameter [7:0] CHAR_AMPERSAND = 8'b00100110;
parameter [7:0] CHAR_APOSTROPHE = 8'b00100111;
parameter [7:0] CHAR_LEFT_PARENTHESIS = 8'b00101000;
parameter [7:0] CHAR_RIGHT_PARENTHESIS = 8'b00101001;
parameter [7:0] CHAR_ASTERISK = 8'b00101010;
parameter [7:0] CHAR_PLUS = 8'b00101011;
parameter [7:0] CHAR_COMMA = 8'b00101100;
parameter [7:0] CHAR_HYPHEN_MINUS = 8'b00101101;
parameter [7:0] CHAR_PERIOD = 8'b00101110;
parameter [7:0] CHAR_SLASH = 8'b00101111;
parameter [7:0] CHAR_0 = 8'b00110000;
parameter [7:0] CHAR_1 = 8'b00110001;
parameter [7:0] CHAR_2 = 8'b00110010;
parameter [7:0] CHAR_3 = 8'b00110011;
parameter [7:0] CHAR_4 = 8'b00110100;
parameter [7:0] CHAR_5 = 8'b00110101;
parameter [7:0] CHAR_6 = 8'b00110110;
parameter [7:0] CHAR_7 = 8'b00110111;
parameter [7:0] CHAR_8 = 8'b00111000;
parameter [7:0] CHAR_9 = 8'b00111001;
parameter [7:0] CHAR_COLON = 8'b00111010;
parameter [7:0] CHAR_SEMICOLON = 8'b00111011;
parameter [7:0] CHAR_LESSTHAN = 8'b00111100;
parameter [7:0] CHAR_EQUALS = 8'b00111101;
parameter [7:0] CHAR_GREATERTHAN = 8'b00111110;
parameter [7:0] CHAR_QUESTION = 8'b00111111;
parameter [7:0] CHAR_AT = 8'b01000000;
parameter [7:0] CHAR_CAPITAL_A = 8'b01000001;
parameter [7:0] CHAR_CAPITAL_B = 8'b01000010;
parameter [7:0] CHAR_CAPITAL_C = 8'b01000011;
parameter [7:0] CHAR_CAPITAL_D = 8'b01000100;
parameter [7:0] CHAR_CAPITAL_E = 8'b01000101;
parameter [7:0] CHAR_CAPITAL_F = 8'b01000110;
parameter [7:0] CHAR_CAPITAL_G = 8'b01000111;
parameter [7:0] CHAR_CAPITAL_H = 8'b01001000;
parameter [7:0] CHAR_CAPITAL_I = 8'b01001001;
parameter [7:0] CHAR_CAPITAL_J = 8'b01001010;
parameter [7:0] CHAR_CAPITAL_K = 8'b01001011;
parameter [7:0] CHAR_CAPITAL_L = 8'b01001100;
parameter [7:0] CHAR_CAPITAL_M = 8'b01001101;
parameter [7:0] CHAR_CAPITAL_N = 8'b01001110;
parameter [7:0] CHAR_CAPITAL_O = 8'b01001111;
parameter [7:0] CHAR_CAPITAL_P = 8'b01010000;
parameter [7:0] CHAR_CAPITAL_Q = 8'b01010001;
parameter [7:0] CHAR_CAPITAL_R = 8'b01010010;
parameter [7:0] CHAR_CAPITAL_S = 8'b01010011;
parameter [7:0] CHAR_CAPITAL_T = 8'b01010100;
parameter [7:0] CHAR_CAPITAL_U = 8'b01010101;
parameter [7:0] CHAR_CAPITAL_V = 8'b01010110;
parameter [7:0] CHAR_CAPITAL_W = 8'b01010111;
parameter [7:0] CHAR_CAPITAL_X = 8'b01011000;
parameter [7:0] CHAR_CAPITAL_Y = 8'b01011001;
parameter [7:0] CHAR_CAPITAL_Z = 8'b01011010;
parameter [7:0] CHAR_LEFT_SQUARE_BRACKET = 8'b01011011;
parameter [7:0] CHAR_YEN = 8'b01011100;
parameter [7:0] CHAR_RIGHT_SQUARE_BRACKET = 8'b01011101;
parameter [7:0] CHAR_CIRCUMFLEX = 8'b01011110;
parameter [7:0] CHAR_LOW_LINE = 8'b01011111;
parameter [7:0] CHAR_GRAVE = 8'b01100000;
parameter [7:0] CHAR_SMALL_A = 8'b01100001;
parameter [7:0] CHAR_SMALL_B = 8'b01100010;
parameter [7:0] CHAR_SMALL_C = 8'b01100011;
parameter [7:0] CHAR_SMALL_D = 8'b01100100;
parameter [7:0] CHAR_SMALL_E = 8'b01100101;
parameter [7:0] CHAR_SMALL_F = 8'b01100110;
parameter [7:0] CHAR_SMALL_G = 8'b01100111;
parameter [7:0] CHAR_SMALL_H = 8'b01101000;
parameter [7:0] CHAR_SMALL_I = 8'b01101001;
parameter [7:0] CHAR_SMALL_J = 8'b01101010;
parameter [7:0] CHAR_SMALL_K = 8'b01101011;
parameter [7:0] CHAR_SMALL_L = 8'b01101100;
parameter [7:0] CHAR_SMALL_M = 8'b01101101;
parameter [7:0] CHAR_SMALL_N = 8'b01101110;
parameter [7:0] CHAR_SMALL_0 = 8'b01101111;
parameter [7:0] CHAR_SMALL_P = 8'b01110000;
parameter [7:0] CHAR_SMALL_Q = 8'b01110001;
parameter [7:0] CHAR_SMALL_R = 8'b01110010;
parameter [7:0] CHAR_SMALL_S = 8'b01110011;
parameter [7:0] CHAR_SMALL_T = 8'b01110100;
parameter [7:0] CHAR_SMALL_U = 8'b01110101;
parameter [7:0] CHAR_SMALL_V = 8'b01110110;
parameter [7:0] CHAR_SMALL_W = 8'b01110111;
parameter [7:0] CHAR_SMALL_X = 8'b01111000;
parameter [7:0] CHAR_SMALL_Y = 8'b01111001;
parameter [7:0] CHAR_SMALL_Z = 8'b01111010;
parameter [7:0] CHAR_LEFT_CURLY_BRACKET = 8'b01111011;
parameter [7:0] CHAR_VERTICAL_BAR = 8'b01111100;
parameter [7:0] CHAR_RIGHT_CURLY_BRACKET = 8'b01111101;
parameter [7:0] CHAR_RIGHT_ARROW = 8'b01111110;
parameter [7:0] CHAR_LEFT_ARROW = 8'b01111111;
parameter [7:0] CHAR_DIVISION = 8'b11111101;
parameter [7:0] CHAR_BLOCK = 8'b11111111;
module BarrelRightShifter(
    input [10:0] A,
    input [3:0] B,
    output [10:0] Y
);
    wire [10:0] shift8, shift4, shift2, shift1;
    Two2OneMuxAB shiftEight (
        .Sel(B[3]),
        .A({A[2:0], 8'b0}),
        .B(A),
        .Out(shift8)
    );
    Two2OneMuxAB shiftFour (
        .Sel(B[2]),
        .A({shift8[4:0], 4'b0}),
        .B(shift8),
        .Out(shift4)
    );
    Two2OneMuxAB shiftTwo (
        .Sel(B[1]),
        .A({shift4[8:0], 2'b0}),
        .B(shift4),
        .Out(shift2)
    );
    Two2OneMuxAB shiftOne (
        .Sel(B[0]),
        .A({shift2[9:0], 1'b0}),
        .B(shift2),
        .Out(shift1)
    );
    assign Y = shift1;
endmodule
module Two2OneMuxAB (
    input  Sel,
    input [23:0] A, B,
    output [23:0] Out
);
    assign Out = Sel ? A : B;
endmodule
```
**flow/run.sh**
```bash
#!/bin/bash
# OpenROAD 26Q1-2900-gdf79404cd8, Yosys 0.63+post, stock flow scripts
make -C /OpenROAD-flow-scripts/flow DESIGN_CONFIG=/design/flow/config.mk WORK_HOME=/design/flow/orfs finish
```
==> results_slide.txt <==
Physical Implementation Snapshot

Hold path
  – Hold depth: 3
  – Hold Path End: Y[0]
  – Hold WC Path Type: input pin to output pin
  – Hold_sp: A[0]

Final timing
  – Relative slew slack: around four fifths
  – Final Hold Fails: 0
  – Period utilisation layout: 103%
  – Crit path time final: 1.75 ns
  – RSZ-0062 raised after global routing: yes
  – Fin Hold WS: roughly 1.1 ns
  – Worst Slack Setup Final: -0.0548 ns
  – Worst Tran Pin Value: between 0.3 and 0.4 ns
  – Fmax achieved: 570 MHz
  – TNS Setup: -0.0853 ns
  – Pins Over Slew Limit: 0
  – Final setup viols: 4

Placement
  – Number of buffers added on ports: 26
  – Placer Congestion: about 0.84
  – DP Worst Slack: -0.887 ns
  – Hpwl dp: 1.63 mm
  – Placed Cells: around 150
  – Placed Area: approximately 930 µm²

Cells and area
  – Layout filler cell count: roughly 340
  – Flops: 0
  – Fin area: between 1000 and 1500 µm²
  – Non-filler cells, final: approximately 160
  – Share of post-route cells with drive strength above 1: between 70 and 80%
  – Syn-to-layout area delta: 148%
  – Number of clock-tree buffers in the layout: 0
  – Final core utilization: 36.3%
  – Flop area: 0 µm²

Synthesis
  – Yosys warning total: 12
  – Syn_area_per_cell: about 8 µm²
  – Netlist Area Pre-Place: ~500 µm²
  – Top post-synthesis cells by count: mux2i_1, o22ai_1, inv_1, nand2_1, nor2_1
  – Synth area leader: mux2i_1
  – Yosys Instances: 64
  – Yosys stat area: 499 µm²
  – Seq share, synth: 0%
  – Post-synthesis cell count: between 60 and 70
  – Synth cell types: 33
  – Count leader, synth: mux2i_1
  – Area leader share: between 20% and 30%
  – Top cells, area: mux2i_1, a2111oi_2, o22ai_1, buf_6, mux2_2

Worst setup path
  – CP max FO: 4
  – Slowest CP cell: a311oi_1
  – Nature of the critical path startpoint: input pin
  – Worst Path Arrival: roughly 1.4 ns
  – Max stage delay on crit path: 0.23 ns
  – Kind of critical path: input pin to output pin
  – Cells along the critical path: buf_12 -> buf_12 -> buf_8 -> and2b_1 -> a22o_1 -> a311oi_1 -> buf_2
  – Worst Path Required: approximately 1.4 ns
  – Cell mode on critical path: buf_12
  – Kind of end point of the critical path: output pin

Flow run
  – Maxcap violations: 0
  – Log Warnings: 34

Power and ir drop
  – Part of the power in registers: 0%
  – Sw Share: 41.2%
  – IR drop worst, VDD: around 0.097 mV
  – Net Sw Power: 0.128 mW
  – Power per cell area: between 200 and 300 nW/µm²
  – P_int: between 0.15 and 0.2 mW
  – Final Power: 0.312 mW
  – Combinational Power Share: 100.0%
  – Clk pwr share: 0%
  – Leakage: approximately 0.55 nW

Detailed routing
  – DR vias: between 700 and 800
  – DRC violations left: 0
  – Antenna Cells: 0
  – Post-DR wirelength/cell: 13.8 µm
  – DRT Pass-1 Iters: 4
  – Iteration-0 DRC count of the detailed router: between 40 and 50
  – Final WL: 2.27 mm
  – Vias per inst: between 4 and 5
  – Antenna-violating nets left: 0

Global routing
  – First-pass GRT wire length: between 3 and 4 mm
  – Vias in the first global route: roughly 750
  – Initial antenna violation count: 0
  – GRT Util Overall: between 6 and 7%
  – Total gr overflow: 0
  – Largest net degree at the start of global routing: 8

Die
  – Core Box Area: around 3400 µm²
  – Fp util: between 10% and 20%
  – # rows: 21
  – Chip area: 6400 µm²
  – Die Span Y: approximately 80 µm
  – Die width: ~80 µm
  – # IOs: 26

Status
  – Failing checks: negative setup slack
  – Outcome: finished with violations
cell families (layout without fill, tap and decap cells):
kind of cell / Yosys count / count (layout) / synth area share (%)
and+or+nand+nor: 20 / 20 / 22.8
AOI/OAI and AO/OA: 20 / 20 / 33.8
buffers and inverters: 9 / 63 / 11.8
muxes: 15 / 15 / 31.6
cell type report:
cell class         instances  area (µm²)  share of cell area [%]
well taps                 46        57.6                    4.65
inverters                  3        13.8                    1.11
repair buffers            60         534                    43.1
multi-input cells         55         633                    51.1
power groups by stage:
| stage | logic (mW) | registers [mW] | clock network (mW) |
|---|---|---|---|
| after CTS | 0.282 | 0 | 0 |
| after global routing | 0.333 | 0 | 0 |
| final | 0.312 | 0 | 0 |
layout by cell type, fill, tap and decap left out, types with 2 or more instances in the layout:
cell type and n:
buf_4 20, mux2i_4 5, nor3_2 2, o21a_1 2
buf_2 13, dlymetal6s2s_1 2, o22ai_2 3, nor2_1 2
nand2_1 2, buf_6 14, mux2i_1 6, a211oi_2 2
inv_1 2, dlygate4sd2_1 4, and2_1 2, mux2_2 2
a21oi_2 2, buf_12 3
routing by layer:
layer  GRT usage, %  vias up  wire length [µm]
met1           9.72      351              1120
met5              0        -                 0
li1               -      365                 -
met2           9.71       26               967
met4              0        0                 0
met3           2.16        0               187
worst max path at each step:
stage | cells after the start | from | end
6_report | 7 | B[2] | Y[6]
5_1_grt | 7 | B[2] | Y[6]
4_1_cts | 7 | B[0] | Y[10]
worst max-delay path, delay by kind of cell:
family                 cells  cell delay [ns]
buffers and inverters      4             0.49
AND-OR/OR-AND              2             0.44
AND/OR/NAND/NOR            1             0.14
repair_timing:
action,in CTS,in global routing
resized,105,29
endpoints found under the setup margin,11,11
hold buffers,0,0
pin swaps,16,10
buffers inserted,10,4
Power is estimated from default activity; no workload was simulated.
